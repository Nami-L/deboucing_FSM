==> /design/flow/design.v <==
`timescale 1ns/1ps
package fsm_debou_pkg;
typedef enum{
    ZERO,
    WAIT1_1,
    WAIT1_2,
    WAIT1_3,
    ONE,
    WAIT0_1,
    WAIT0_2,
    WAIT0_3,
    XXX      
} state_e;
endpackage
`timescale 1ns/1ps
module deboucing_circuito (
    input logic clk_i,
    input logic rst_i,
    input logic sw_i,
    output logic db_o
);
localparam N= 2;
logic [N-1:0] q_reg;
logic [N-1:0] q_next;
logic m_tick_i;
import fsm_debou_pkg::*;  
state_e state, next;  
always_ff @(posedge clk_i or posedge rst_i) begin
   if (rst_i) 
        state <= ZERO;  
    else
        state <= next;  
end
always_comb begin
next = XXX;  
    case(state)
        ZERO:       
                    if      (sw_i)                      next = WAIT1_1;
                    else                                next = ZERO;
        WAIT1_1:    
                    if      (sw_i && !m_tick_i) begin   next = WAIT1_1; end
                    else if (sw_i && m_tick_i)  begin   next = WAIT1_2; end
                    else if (!sw_i)             begin   next = ZERO;    end
        WAIT1_2:    
                    if      (sw_i && !m_tick_i) begin   next = WAIT1_2; end
                    else if (sw_i && m_tick_i)  begin   next = WAIT1_3; end
                    else if (!sw_i)             begin   next = ZERO;    end
        WAIT1_3:
                    if      (sw_i && !m_tick_i) begin   next = WAIT1_3; end
                    else if (sw_i && m_tick_i)  begin   next = ONE;     end
                    else if (!sw_i)             begin   next = ZERO;    end
        ONE:
                    if      (sw_i)              begin   next = ONE; end
                    else                                next = WAIT0_1;
        WAIT0_1: 
                    if      (!sw_i && !m_tick_i)begin   next = WAIT0_1; end
                    else if (!sw_i && m_tick_i) begin   next = WAIT0_2; end
                    else if (sw_i)              begin   next = ONE;     end
        WAIT0_2:
                    if      (!sw_i && !m_tick_i)begin   next = WAIT0_2; end
                    else if (!sw_i && m_tick_i) begin   next = WAIT0_3; end
                    else if (sw_i)              begin   next = ONE;     end
        WAIT0_3: 
                    if      (!sw_i && !m_tick_i)begin   next = WAIT0_3; end
                    else if (!sw_i && m_tick_i) begin   next = ZERO;    end
                    else if (sw_i)              begin   next = ONE;     end 
        default: next = XXX;
    endcase
end
always_ff @(posedge clk_i or posedge rst_i)begin
 if(rst_i) begin
    db_o <= 1'b0;
 end
else begin 
    db_o <= 1'b0;
    case(state)
        ZERO: ;
        WAIT1_1: ;
        WAIT1_2: ;
        WAIT1_3: ;
        ONE: db_o <= 1'b1;
        WAIT0_1: db_o <= 1'b1;
        WAIT0_2: db_o <= 1'b1;
        WAIT0_3: db_o <= 1'b1;
        default : db_o <= 1'b0;
    endcase
end
end
always_ff @(posedge clk_i or posedge rst_i) begin
if(rst_i)
    q_reg <= '0;
else 
    q_reg <= q_next;
end
assign q_next = q_reg + 1;
assign m_tick_i = (q_reg == 0) ? 1'b1 : 1'b0;
endmodule: deboucing_circuito
==> /design/flow/run.sh <==
#!/bin/bash
# OpenROAD 26Q1-2900-gdf79404cd8, Yosys 0.63+post, stock flow scripts
make -C /OpenROAD-flow-scripts/flow DESIGN_CONFIG=/design/flow/config.mk WORK_HOME=/design/flow/orfs finish
==> /design/flow/config.mk <==
export PLATFORM = sky130hd
export DESIGN_NAME = deboucing_circuito
export DESIGN_NICKNAME = deboucing_circuito
export VERILOG_FILES = /design/flow/design.v
export SDC_FILE = /design/flow/constraint.sdc
export NUM_CORES = 4
export LEC_CHECK = 1
export CORE_AREA = 10 10 70 70
export DIE_AREA = 0 0 80 80
export SYNTH_HDL_FRONTEND = slang
==> /design/flow/constraint.sdc <==
current_design deboucing_circuito

set clk_period 1.4
set clk_io_pct 0.2

create_clock -name clk0 -period $clk_period [get_ports {clk_i}]

set non_clock_inputs [all_inputs -no_clocks]
set_input_delay [expr $clk_period * $clk_io_pct] -clock clk0 $non_clock_inputs
set_output_delay [expr $clk_period * $clk_io_pct] -clock clk0 [all_outputs]
==> job_summary.md <==
### Metrics collected by this job

| Metric | Value |
|---|---|
| Status | `completed` |
| CP Buf/Inv Count | `1` |
| Static leakage | `between 0.2 and 0.25 nW` |
| Logic area | `156 sq um` |
| CP cell instances | `clkdlybuf4s50_1` |
| Met2 usage | `0.0337` |
| Worst Hold Class | `input port to async pin` |
| H-tree Lvls | `1` |
| Pwr per Cell Area | `between 1000 and 1500 mW/mm^2` |
| Worst-Margin Slew | `0.391 ns` |
| Max-capacitance violation count | `0` |
| First-pass GRT wire length | `1350 um` |
| Final Routed Wirelength | `between 600 and 700 um` |
| Clk ins delay skew pair | `approximately 0.26 ns` |
| Initial antenna violation count | `0` |
| CTS Sinks | `11` |
| CP Class | `flop to primary output` |
| CTS tree | `done` |
| Area Overhead vs Synth | `25.4%` |
| CTS Root Cell | `clkbuf_4` |
| Ant. Diodes | `0` |
| CTS buffer count | `3` |
| Largest net degree at the start of global routing | `12` |
| Highest-delay cell along the critical path | `clkdlybuf4s50_1` |
| HPWL after detailed placement | `545 um` |
| Proportion of layout cells with a drive suffix above 1 | `0.109` |
| Tool warning count | `26` |
| Final setup viols | `0` |
| DR pass1 iterations | `4` |
| Gr usage total | `0.0266` |
| Cells after synthesis | `39` |
| Die height | `~80 um` |
| # IOs | `4` |
| DRC Markers | `0` |
| Total power | `slightly above 600 uW` |
| Via count | `roughly 280` |
| VDD IR-drop max | `0.474 mV` |
| Initial Utilization | `0.131` |
| Core area | `0.00342 sq mm` |
| Yosys cell count | `39` |
| Worst EP required | `about 1.1 ns` |
| Pre-CTS setup slack | `around 0.18 ns` |
| Syn. warnings | `0` |
| Max-slew violations | `0` |
| Die width | `80 um` |
| Clock skew | `0.00354 ns` |
| Gr busiest metal | `met1` |
| Number of vias per cell | `a little over 3` |
| Vias in the first global route | `roughly 280` |
| Max FFs per register | `8` |
| RSZ-0062 raised after global routing | `no` |
| Cts hold-fix bufs | `0` |
| Cell Rows | `21` |
| Clock Path Buffers | `2` |
| GR Layer Usage met1 | `0.0368` |
| Post-CTS sizing | `0` |
| Average size of a mapped cell | `11.5 sq um` |
| Die footprint | `between 0.006 and 0.007 sq mm` |
| Reg clk slew, reported paths | `roughly 0.07 ns` |
| FF+latch count, synth | `11` |
| Slew HR | `0.739` |
| Worst EP arrival | `around 1.1 ns` |
| Fmax | `about 0.75 GHz` |
| Period minus WS final | `between 1 and 1.5 ns` |
| Post-synth seq share | `0.617` |
| Crit path max fanout | `1` |
| Netlist cell types | `14` |
| Crit share post-route | `0.951` |
| GR Overflow Total | `0` |
| Final-report hold violation count | `0` |
| GP Congestion | `a little over 0.8` |
| Setup TNS | `0 ns` |
| Port Buf Inserts | `3` |
| Met3 usage | `0.0182` |
| Detailed Route Iter0 Violations | `6` |
| Post-DR wirelength/cell | `approximately 7.6 um` |
| YS chip area | `approximately 450 sq um` |
| Crit. End Element | `primary output` |
| DRT antenna net count | `0` |
| Finished Core Util | `0.164` |
| CP delay by family, top | `buffers and inverters` |
| Crit-path max cell delay | `roughly 0.47 ns` |
| Syn Std Cell Area | `448 sq um` |
| Setup ws final | `around 0.07 ns` |
| # fillers | `between 300 and 400` |
| Setup Fix Bufs, Post-CTS | `0` |
| Register Area | `around 280 sq um` |
| Critical path launch point type | `flop` |
-- routing by layer --
layer	routed length, um	part of all wire	up-vias
met5	0	0	-
met1	359	0.51	129
li1	-	-	140
met4	9	0.013	0
met3	61	0.087	2
met2	267	0.38	8
-- where the power goes --
group / total [mW] / switching (mW) / internal [mW]
registers: 0.349 / 0.0103 / 0.339
clock network: 0.206 / 0.0955 / 0.110
logic: 0.0537 / 0.0200 / 0.0337
-- placed cells by master (no fill, tap or decap) --
cell	Yosys	routed
dfstp_2	1	1
a21oi_1	4	4
nor2b_1	1	1
and2_1	1	1
nand2b_1	4	4
clkbuf_1	0	1
o21a_1	2	2
clkbuf_4	0	3
or4_4	1	1
inv_1	4	4
a21boi_0	2	2
clkdlybuf4s50_1	0	3
dfrtp_1	10	10
nand2_1	5	5
or2b_1	1	1
ha_1	2	2
nor4_1	1	1
-- cell families after synthesis --
logic type | after synthesis | synth area share
simple gates | 14 | 0.182
flops | 11 | 0.617
buf+inv | 4 | 0.0335
compound gates | 8 | 0.112
fa+ha+maj | 2 | 0.0559
-- Yosys cell counts (all sizes together) --
master	instances	area, sq um
dfrtp	10	250
ha	2	25.0
nand2	5	18.8
or4	1	11.3
nor4	1	6.26
a21boi	2	15.0
nor2b	1	6.26
dfstp	1	26.3
and2	1	6.26
o21a	2	15.0
a21oi	4	20.0
or2b	1	7.51
nand2b	4	25.0
inv	4	15.0
-- area by class of cell --
type / count / share of cell area
multi-input combinational: 24 / 0.278
tap: 46 / 0.102
timing repair buffer: 3 / 0.0535
inverter: 4 / 0.0267
sequential: 11 / 0.492
clock buffer: 4 / 0.0468
-- worst paths after layout --
check	from	end	slack [ns]	cells after the start
setup / recovery	db_o$_DFF_PP0_	db_o	0.07	1
hold / removal	rst_i	state[3]$_DFF_PP0_	0.29	2
setup reg to reg	state[8]$_DFF_PP0_	state[2]$_DFF_PP0_	0.17	2
hold reg to reg	q_reg[0]$_DFF_PP0_	q_reg[0]$_DFF_PP0_	0.42	1
max in group asynchronous	rst_i	state[0]$_DFF_PP1_	0.79	2
min in group clk0	q_reg[0]$_DFF_PP0_	q_reg[0]$_DFF_PP0_	0.42	1
-- per-stage QoR --
step	hold slack, ns	instances	cell area [sq um]
floorplan	0.132	39	448
global placement	0.411	88	536
detailed placement	0.418	88	536
CTS	0.301	92	562
global route	0.306	92	562
finish	0.292	92	562
Power and IR drop assume default switching activity.
